==> flow/run.sh <==
#!/bin/bash
# OpenROAD 26Q1-2900-gdf79404cd8, Yosys 0.63+post, stock flow scripts
make -C /OpenROAD-flow-scripts/flow DESIGN_CONFIG=/design/flow/config.mk WORK_HOME=/design/flow/orfs finish
==> flow/config.mk <==
export PLATFORM = sky130hd
export DESIGN_NAME = BIST_Controller
export DESIGN_NICKNAME = BIST_Controller
export VERILOG_FILES = /design/flow/design.v
export SDC_FILE = /design/flow/constraint.sdc
export NUM_CORES = 4
export LEC_CHECK = 1
export CORE_AREA = 10 10 78 78
export DIE_AREA = 0 0 88 88
==> flow/constraint.sdc <==
current_design BIST_Controller

set clk_period 2.6
set clk_io_pct 0.2

create_clock -name clk0 -period $clk_period [get_ports {clock}]

set non_clock_inputs [all_inputs -no_clocks]
set_input_delay [expr $clk_period * $clk_io_pct] -clock clk0 $non_clock_inputs
set_output_delay [expr $clk_period * $clk_io_pct] -clock clk0 [all_outputs]
==> flow/design.v <==
`timescale 1ns / 1ps
module BIST_Controller (clock, reset, testmode, w_x_y, dataout_tpg, datain, dataout_ora, fault_detected); 
    input  clock, reset, testmode;
    input  [3:1] w_x_y;              
    output [3:1] dataout_tpg;        
    output [1:0] datain;             
    output [4:1] dataout_ora;        
    output reg fault_detected;
    wire a, b, cin;
    wire complete;
    wire sum, cout;
    parameter golden_signature = 4'b1101;   
    assign {a, b, cin} = testmode ? dataout_tpg[3:1] : w_x_y;  
    assign datain = {sum, cout};   
    TPG_3bit_LFSR 	M1 (.clock(clock), .reset(reset), .dataout_tpg(dataout_tpg), .complete(complete));    
    CUT_1bit_full_adder M2 (.a(a), .b(b), .cin(cin), .f1(1'b1), .f2(1'b1), .f3(1'b0), .sum(sum), .cout(cout));  
    ORA_4bit_MISR M3 (.datain(datain), .clock(clock), .reset(reset), .dataout_ora(dataout_ora));   
    always @(posedge clock) begin       
        if (testmode == 0) begin
            fault_detected <= 0;
        end 
        else begin
            if (complete == 1) begin
                if (golden_signature == dataout_ora)
                    fault_detected <= 0;    
                else
                    fault_detected <= 1;    
            end
        end
    end
endmodule
`timescale 1ns / 1ps
module CUT_1bit_full_adder(a, b, cin, f1, f2, f3, sum, cout);
	input   a, b, cin, f1, f2, f3;                                 
    output  sum, cout;
    wire  a1, p, sum1, r, r1, q;
	assign a1 = a & f1;           
    assign p  = a1 ^ b;       
    assign sum1 = p ^ cin;      
    assign sum = sum1 | f3;      
    assign r  = a1 & b;         
    assign r1 = r & f2;          
    assign q  = p & cin;        
    assign cout = q | r1;       
endmodule
`timescale 1ns / 1ps
module ORA_4bit_MISR (datain, clock, reset, dataout_ora);
	input [1:0] datain;         
	input clock, reset;
	output reg [4:1] dataout_ora;
	always @(posedge clock or negedge reset) begin
		if(!reset) begin
			dataout_ora <= 4'b0000; 
		end
		else begin
			dataout_ora[4] <= dataout_ora[3];
			dataout_ora[3] <= dataout_ora[2];
			dataout_ora[2] <= dataout_ora[4] ^ dataout_ora[1] ^ datain[0];   
			dataout_ora[1] <= dataout_ora[4] ^ datain[1];                     
		end
	end
endmodule
`timescale 1ns / 1ps
module TPG_3bit_LFSR (clock, reset, dataout_tpg, complete);
    input  clock, reset;
    output  reg  [3:1] dataout_tpg;
    output reg  complete;
    reg [2:0] counter;
    always  @(posedge clock or negedge reset)  begin
        if (!reset) begin
            dataout_tpg  <= 3'b001;     
            counter  <= 3'b000;
            complete  <= 1'b0;
        end
        else  begin        
            dataout_tpg[3] <= dataout_tpg[2];
            dataout_tpg[2] <= dataout_tpg[1];
            dataout_tpg[1] <= dataout_tpg[3] ^ dataout_tpg[1]; 
            counter <= counter + 1;
            if (counter == 3'b110)     
                complete  <= 1'b1;
            else
            	complete  <= 1'b0;
        end
    end
endmodule
==> results.txt <==
Numbers from the implementation run.

The flow ran to the end, and the final reports show no timing, DRC or antenna violations. The netlist area before placement is 469.2 um^2. The path type of the worst setup path is primary input to output port. From synthesis to final layout, the design area changed by 56.80%.

From bottom edge to top edge, the die measures 88 um. Detailed-route iteration 0 reported a violation count of 4. On the critical path, the stage with the largest delay is an instance of sky130_fd_sc_hd__clkdlybuf4s50_1. Summing the areas of all compound-gate instances in the mapped netlist gives 2.400% of the synthesized area. In this run the tools logged warnings totalling 26. The wire length of the first global-routing pass is 1.656 mm. The count of hold-fix buffers inserted at cts is 0. The I/O pin total is 16.

The horizontal die size is 88 um. The cell-mix breakdown from Yosys lists the XOR/XNOR area share as 9.333%. Per the final timing report, the hold violations number 0. The detail route stage leaves a number of antenna-violating nets equal to 0. Counting the buffers created by CTS gives 3.

The chip area estimate from yosys synthesis is 469.2 um^2. The count of buffers added on input and output ports is 15. The number of warnings printed during yosys synthesis is 3. The number of buffers inserted to repair setup after CTS is 0.

The count of flip-flops with a built-in enable after synthesis is 0. Among cell families on the critical path, the largest total delay comes from buffers and inverters. The number of global-route vias before repair is 320.

Yosys mapped the design onto 13 distinct sky130hd cell types. Entering global routing, the biggest net connects 12 pins. STA classifies the critical path startpoint as a primary input. The routed layout has 289 vias. The final critical delay including setup and external delays is 2.531 ns. The number of buffers on the longest clock path is 2. The leading register cell type out of synthesis is sky130_fd_sc_hd__dfrtp_1.

Setup repair after global routing left no endpoint under its margin. The synthesized instance count is 32. For this run, the script counts the antenna cells in the layout as 0. The detailed router reported a total wirelength of 1.016 mm.

The cell area power density is 793.4 mW/mm^2. The clock skew is 0.0003480 ns. The detailed-routing iteration count for the pre-antenna-repair pass is 2. TritonCTS built the clock tree. Among the non-sequential cells, adder cells take the most area. The launch point of the worst reg-to-reg path is M1.dataout_tpg[1]. The clock reaches the later pin of the worst-skew pair after 0.23 ns. The total track usage is 2.798%. The relative slew slack is 70.16%. Cells with a size suffix above 1 make up 17.65% of the layout. The delay of the slowest critical-path stage is 0.47 ns.

The number of antenna violations at the first check in global routing is 0. The final RePlAce weighted congestion is 0.7411. The root buffer cell chosen for the clock tree is sky130_fd_sc_hd__clkbuf_8. The sequential cell fraction of total power is 44.5%. The synthesis report lists the most area-consuming cells as sky130_fd_sc_hd__dfrtp_1, sky130_fd_sc_hd__mux2i_1, sky130_fd_sc_hd__dfstp_2. The chip area is 0.007744 mm^2. The worst-margin pin slew is 0.4463 ns.

Per STA, the library cell used most along the worst path is sky130_fd_sc_hd__clkdlybuf4s50_1. Counting flops with an async set or reset pin after synthesis yields a share of 91.67%. The class of the worst hold path is register to register. The count of final setup violators is 0. The worst VDD IR drop from the latest analysis is 0.3156 mV. The count of max-cap constraint violations is 0. The startpoint identified for the worst hold timing path is M3.dataout_ora[2]. The effective utilization at floorplan is 10.63%.

For this run, the register share of the synthesized area comes to 63.20%. The average wire per cell in the routed design is 9.864 um. The critical path capture point type is an output port. In this run the worst setup path begins at w_x_y[1]. The cell-internal power is 455.1 uW. The switching power is 128.7 uW. Measured against the total synthesized area, the mux share comes to 6.400%.

Data arrives at the worst endpoint at 2.01 ns. The area fraction of the dominant cell type after synthesis is 53.33%. The standard-cell row count is 24.

The mean number of vias per cell is 2.806. Per the CTS log, the maximum H-tree level is 1. The share of the clock period used by the worst path after layout is 97.36%. For reference, the final report shows the max-slew violation count at 0. The maximum clock rate is 395.0 MHz. Yosys reports that the most numerous cell types are sky130_fd_sc_hd__dfrtp_1, sky130_fd_sc_hd__inv_1, sky130_fd_sc_hd__mux2i_1, sky130_fd_sc_hd__xnor2_1. Once synthesis finished, the tally of register bits stood at 12. The signal on the critical path passes through clkdlybuf4s50_1, mux2i_1, fa_1, inv_2, clkdlybuf4s50_1.

The combined buffer and inverter count along the critical path is 3. The report shows a maximum critical-path fanout of 2. The core area is 0.004414 mm^2.

The top cell type by instance count after synthesis is sky130_fd_sc_hd__dfrtp_1. The required time at the endpoint of the critical path is 2.08 ns. The post-synthesis average cell area is 14.66 um^2.

The area share of fa/ha/maj cells after synthesis is 9.600%. The final design instance area without fill is 735.7 um^2. The switching share of total power is 22.04%. The portion of total power attributed to the clock network is 33.5%. The cell area after placement is 684.4 um^2. The number of remaining DRC errors is 0. The CTS log lists the clock sinks for this run as 12. The leakage power in the latest report is 0.0003441 uW. sky130_fd_sc_hd__dfrtp_1 takes more of the synthesized area than any other cell. For this design, Yosys synthesis ends with a cell count of 32. Per the synthesis report, the simple-gate share of the synthesized area is 2.667%.

Of the total power, combinational logic draws 22.0%. Adding up every negative setup slack in the final design gives 0 ns. The clock-pin transition on the worst setup and hold timing paths is 0.05 ns. After global routing the overflow that remains totals 0.
cells by family (layout without fill, tap and decap cells):
family,after synthesis,in the layout
mux,3,3
simple gates,2,2
fa+ha+maj,3,3
xor+xnor,5,5
buf+inv,6,25
compound gates,1,1
flops,12,12
layer usage:
| layer | up-vias | wire, um | GRT usage [%] |
|---|---|---|---|
| met3 | 0 | 200 | 2.806 |
| li1 | 138 | - | - |
| met2 | 15 | 324 | 3.241 |
| met1 | 136 | 491 | 3.641 |
| met4 | 0 | 0 | 0.2899 |
| met5 | - | 0 | 0 |
worst reg2reg max path, stage by stage, from the launching register on:
cell	delay [ns]
sky130_fd_sc_hd__dfstp_2	0.56
sky130_fd_sc_hd__mux2i_1	0.10
sky130_fd_sc_hd__fa_1	0.47
sky130_fd_sc_hd__buf_4	0.15
sky130_fd_sc_hd__xnor2_1	0.16
flip-flops by register name (all words and copies together) (netlist names):
name,flops
M1.complete,1
M1.counter,3
M1.dataout_tpg,3
M3.dataout_ora,4
fault_detected,1
placed cells by master (no fill, tap or decap):
cell type / instances
sky130_fd_sc_hd__and2_1: 1
sky130_fd_sc_hd__buf_4: 2
sky130_fd_sc_hd__clkbuf_8: 4
sky130_fd_sc_hd__clkdlybuf4s50_1: 12
sky130_fd_sc_hd__dfrtp_1: 10
sky130_fd_sc_hd__dfstp_2: 1
sky130_fd_sc_hd__dfxtp_1: 1
sky130_fd_sc_hd__dlygate4sd2_1: 3
sky130_fd_sc_hd__fa_1: 1
sky130_fd_sc_hd__ha_1: 2
sky130_fd_sc_hd__inv_1: 3
sky130_fd_sc_hd__inv_2: 1
sky130_fd_sc_hd__mux2i_1: 3
sky130_fd_sc_hd__nand4_1: 1
sky130_fd_sc_hd__o221a_2: 1
sky130_fd_sc_hd__xnor2_1: 3
sky130_fd_sc_hd__xor2_1: 2
power by group through the flow:
stage	sequential, uW	clock [uW]	combinational [uW]
6_report	260	195	129
4_1_cts	260	200	133
5_1_grt	265	214	140
final timing paths:
kind / slack (ns) / cells past startpoint / endpoint
setup / recovery: 0.07 / 5 / datain[0]
hold / removal: 0.41 / 0 / M3.dataout_ora[3]
setup reg to reg: 1.08 / 4 / M3.dataout_ora[1]
hold reg to reg: 0.41 / 0 / M3.dataout_ora[3]
max in group asynchronous: 1.66 / 1 / M1.dataout_tpg[1]
min in group asynchronous: 0.60 / 1 / M3.dataout_ora[1]
through the flow:
stage                     std cells  power (uW)  hold slack [ns]  util, %  worst slack (ns)
final                           103       583.7           0.4090    16.67           0.06855
after global placement           99       393.0           0.3952    15.50           -0.2720
after CTS                       103       591.8           0.4121    16.67           0.02287
after floorplan                  32       293.3           0.2244        -            0.7223
after global routing            103       618.3           0.4264    16.67          0.003491
after detailed placement         99       396.1           0.3955    15.50           -0.3060
final cells by class:
class / count / area, um^2
clock buffer: 4 / 55.05
multi-input combinational: 14 / 142.6
tap: 52 / 65.06
fill: 463 / 3679
inverter: 4 / 15.01
sequential: 12 / 296.5
timing repair buffer: 17 / 161.4
timing repair:
item,CTS,global route
hold endpoints to repair,0,0
cloned,0,0
endpoints found under the setup margin,2,1
gates resized,3,1
pin swaps,1,0
Power and IR drop assume default switching activity.
